==> run.sh <==
#!/bin/bash
# OpenROAD 26Q1-2900-gdf79404cd8, Yosys 0.63+post, stock flow scripts
make -C /OpenROAD-flow-scripts/flow DESIGN_CONFIG=/design/flow/config.mk WORK_HOME=/design/flow/orfs finish
==> config.mk <==
export PLATFORM = sky130hd
export DESIGN_NAME = decoder4
export DESIGN_NICKNAME = decoder4
export VERILOG_FILES = /design/flow/design.v
export SDC_FILE = /design/flow/constraint.sdc
export NUM_CORES = 4
export LEC_CHECK = 1
export CORE_AREA = 10 10 77 77
export DIE_AREA = 0 0 87 87
==> constraint.sdc <==
current_design decoder4

set clk_period 1.6
set clk_io_pct 0.2

create_clock -name clk0 -period $clk_period [get_ports {clk}]

set non_clock_inputs [all_inputs -no_clocks]
set_input_delay [expr $clk_period * $clk_io_pct] -clock clk0 $non_clock_inputs
set_output_delay [expr $clk_period * $clk_io_pct] -clock clk0 [all_outputs]
==> design.v <==
`timescale 1ns/1ps
module decoder4(
    output out, 
    input clk,
    input clr,
    input enable, 
    input sig, 
    input prgm);
    wire [3:0] a, b;
    SIPO prgm_register(.clk(clk), .clear(clr), .in(prgm), .out(a), .enable(enable));
    SIPO sig_prgm_register(.clk(clk), .clear(clr), .in(sig), .out(b), .enable(1'b1));
    comp4 comparator(.eq(out), .a(a), .b(b));
endmodule
module SIPO(clk, clear, enable, in, out);
input in,clk,clear,enable;
output [3:0] out;
reg [3:0] tmp;
reg [3:0] out;
always @(posedge clk) begin
  if (clear) begin
    tmp <= 4'b0000;
  end
  else if(enable) begin
    tmp <= tmp << 1;
    tmp[0] <= in;
  end
  out = tmp;
end
endmodule
`timescale 1ns/1ps
module comp4(eq, a, b);
	parameter N = 4;
	input [N-1:0] a, b;
	output wire eq;
  assign eq = ~| (a ^ b);
endmodule
==> reports/qor.yml <==
status: "finished, final reports clean"
powerDensity_mw_per_mm2: 1290
grt_first_pass_wirelength_um: 1230
holdCritPathClass: "register to register"
area_leaders: "dfxtp_1, mux2i_1, xor2_1, nor2b_1, nor2_1"
syn_avg_cell_area_um2: 13.3
n_fill_cell: 473
antenna_cells: 0
hpwl_um: 474
initCoreUtil_pct: 10.4
design_area_um2: 617
rsz0062_at_grt: "no"
clock_path_buffers: 2
worstReg2RegEnd: "prgm_register.tmp[1]$_SDFFE_PP0P_"
yosys_cells: 34
hold_end: "sig_prgm_register.out[3]$_DFF_P_"
io_pins: 6
ys.flop_type: "dfxtp_1"
drv_cap: 0
worstHoldStart: "sig_prgm_register.tmp[3]$_SDFF_PP0_"
critPathMaxStageDelay_ns: 0.30
finalWeightedCongestion: 0.669
chipArea_mm2: 0.00757
cts_tree: "built"
r2r-start: "prgm_register.tmp[0]$_SDFFE_PP0P_"
tns_ns: 0
dp.cells: 90
grt_usage_pct: 2.07
drc: 0
ys_area_um2: 453
async_flop_share_pct: 0
slowest_stage: "dfxtp_1"
critPathArrivalTime_ns: 1.18
min_period_ns: 1.50
drt_pre_antenna_iters: 2
fin_cells: 94
netlist.area_leader.share_pct: 70.7
h-tree-depth: 1
ant_nets: 0
report.final.slew_viol_count: 0
row_count: 24
finalClockPeriodUsage_pct: 93.9
postSynthSeqShare_pct: 70.7
top_cells_by_count: "dfxtp_1, mux2i_1, nor2_1, nor2b_1, xor2_1"
antenna_found_initial: 0
clk_pin_slew_worst_paths_ns: 0.06
fin_util_pct: 14.2
drive_above_1_share_pct: 11.9
ys_warn_count: 1
insertion_delay_ns: 0.24
regArea_um2: 320
rrSetupSlack_ns: 0.96
start_kind: "register"
ys_types: 7
synth_area_leader_cell: "dfxtp_1"
crit_path_end_kind: "primary output"
dieWidth_um: 87
required_ns: 1.28
die_h_um: 87
grt_pass1_vias: 268
cp_top_family: "flip-flops"
synth_cells: 34
vias_per_cell: 2.59
comb_area_um2: 128
cts-root-buf: "clkbuf_8"
relSlewSlack_pct: 81.5
max_freq_mhz: 665
synth_area_um2: 453
worst_hold_path.num_cells: 0
grt_max_degree: 10
setup_violations: 0
vias: 243
worstPathCellList: "xor2_1 -> nor4_2 -> dlygate4sd2_1"
edf_count: 0
irDropWorstVdd_mv: 0.311
finClkSkew_ns: 0.000985
clock_sinks: 16
power_leakage_nw: 0.255
syn2layout_area_growth_pct: 36.2
crit_type: "register to primary output"
placed_area_um2: 563
cts_made_buffers: 3
worstPathMaxFanout: 1
synth_flops: 16
rr_worst_depth: 2
cp_num_buf_inv: 1
drt_iter0_markers: 22
detail_route.wl_per_cell_um: 6.89
hold_viol_final: 0
grt.overflow.total: 0
top_cell: "dfxtp_1"
io_buffers: 5
warnings: 25
routed_wl_um: 648
worstMarginPinSlew_ns: 0.277
core_area_mm2: 0.00435
sequential cells by signal, indices dropped and copies added (netlist names):
register               cells
prgm_register.out          4
prgm_register.tmp          4
sig_prgm_register.tmp      4
sig_prgm_register.out      4
worst max-delay path by stage:
| stage | startpoint | end | slack (ns) | depth (start not counted) |
|---|---|---|---|---|
| final | sig_prgm_register.out[0]$_DFF_P_ | out | 0.1 | 3 |
| after global routing | sig_prgm_register.out[0]$_DFF_P_ | out | 0.01 | 3 |
| after CTS | sig_prgm_register.out[0]$_DFF_P_ | out | 0.07 | 3 |
layer usage:
metal,track usage (%),vias up,routed length (um)
met5,0,-,0
met4,0.147,0,0
met3,1.79,0,91
met2,2.66,8,231
met1,2.65,110,326
li1,-,125,-
worst register-to-register path, delay by kind of cell (launching register included):
| family | cells | cell delay (ns) |
|---|---|---|
| and+or+nand+nor | 1 | 0.05 |
| muxes | 1 | 0.15 |
| DFF | 1 | 0.32 |
cells by family after synthesis:
| logic type | count (synthesis) | share of synthesized area [%] |
|---|---|---|
| flip-flops | 16 | 70.7 |
| AND/OR/NAND/NOR | 9 | 11.6 |
| XOR/XNOR | 4 | 7.73 |
| buffers and inverters | 1 | 1.10 |
| multiplexers | 4 | 8.84 |
timing repair:
item                       in CTS  in global routing
setup endpoints to repair       1                  0
hold buffers                    0                  0
setup buffers                   0                  0
resized                         1                  0
report_power, final:
| part | switching [mW] | internal (mW) | leakage (nW) |
|---|---|---|---|
| clock | 0.124 | 0.218 | 0.0288 |
| combinational | 0.0123 | 0.0236 | 0.0952 |
| sequential | 0.00620 | 0.412 | 0.131 |
| total | 0.142 | 0.653 | 0.255 |
area by class of cell:
type	instances	share of cell area (%)
sequential	16	51.9
clock buffer	4	8.92
multi-input combinational	17	20.7
tap	52	10.5
timing repair buffer	5	7.91
cell usage in the layout (no fill, tap or decap):
master | netlist | routed
mux2i_1 | 4 | 4
nor4_2 | 1 | 1
clkbuf_8 | 0 | 4
xor2_1 | 4 | 4
nor2_1 | 4 | 4
clkdlybuf4s50_1 | 0 | 4
nor2b_1 | 4 | 4
dlygate4sd2_1 | 0 | 1
dfxtp_1 | 16 | 16
through the flow:
stage                     total power, mW  hold slack, ns  setup WS [ns]
final                               0.795           0.331         0.0970
after global routing                0.829           0.356         0.0105
after global placement              0.465           0.313         0.0766
after CTS                           0.807           0.330         0.0651
after detailed placement            0.466           0.316         0.0544
after floorplan                     0.443           0.310          0.637
Power is estimated from default activity; no workload was simulated.
